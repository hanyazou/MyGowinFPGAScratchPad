$ cat flow/config.mk
export PLATFORM = sky130hd
export DESIGN_NAME = memory
export DESIGN_NICKNAME = memory
export VERILOG_FILES = /design/flow/design.v
export SDC_FILE = /design/flow/constraint.sdc
export NUM_CORES = 4
export LEC_CHECK = 1
export CORE_UTILIZATION = 40
$ cat flow/constraint.sdc
current_design memory

set clk_period 3.8
set clk_io_pct 0.2

create_clock -name clk0 -period $clk_period [get_ports {clk}]

set non_clock_inputs [all_inputs -no_clocks]
set_input_delay [expr $clk_period * $clk_io_pct] -clock clk0 $non_clock_inputs
set_output_delay [expr $clk_period * $clk_io_pct] -clock clk0 [all_outputs]
$ cat flow/design.v
module memory #(
   parameter [3:0] ID = 4'h0,
   parameter DATA_WIDTH = 8,
   parameter ADDR_WIDTH = 16
   )
   (
   input clk, reset_n,
   input ce_n,
   input [ADDR_WIDTH-1:0] addr,
   input rd_n, wr_n,
   inout [DATA_WIDTH-1:0] data,
   output buswait_n, busrq_n,
   input busack_n
   );
   typedef logic [DATA_WIDTH-1:0] bus_data_t;
   typedef logic [ADDR_WIDTH-1:0] bus_addr_t;
   bus_data_t mem[4];
   reg [1:0] state;
   assign buswait_n = (!ce_n && state != 0) ? 1'b0 : 1'b1;
   assign data = (!ce_n && !rd_n) ? mem[addr] : {DATA_WIDTH{1'bz}};
   always @(posedge clk) begin
      if (!reset_n) begin
         state <= 0;
         mem[0] <= { ID, 4'h0 };
         mem[1] <= { ID, 4'h1 };
         mem[2] <= { ID, 4'h2 };
         mem[3] <= { ID, 4'h3 };
      end else begin
         case (state)
         0: begin
            if (!ce_n && !wr_n) begin
               state <= 1;
               mem[addr] <= data;
            end
         end
         1: begin
            state <= 2;
         end
         2: begin
            state <= 0;
         end
         endcase  
      end
   end  
endmodule
$ cat flow/run.sh
#!/bin/bash
# OpenROAD 26Q1-2900-gdf79404cd8, Yosys 0.63+post, stock flow scripts
make -C /OpenROAD-flow-scripts/flow DESIGN_CONFIG=/design/flow/config.mk WORK_HOME=/design/flow/orfs finish
==> changes_impl.md <==
## Flow update

- Die width: 65.5 µm
- Die Span Y: 65.5 µm
- Log Error: [error] [KeplerFormal.cpp:679] Workflow failed: Iso has multiple drivers: .data0, _071_.X0
- Failed at: 4_1_cts
- Yosys chip area: ~0.0016 mm²
- Synthesized instance count: 105
- CTS buffer count: 5
- Post-synth seq share: 62.1%
- Flops out of synthesis: 34
- I/O pin total: 32
- Rows: 22
- Port Buffer Count: 6
- Cell variety after synth: 21
- Syn. warnings: 3
- # Cells Yosys: 105
- Inst Count DP: roughly 150
- FP Util: approximately 43%
- Post-DP HPWL: 1760 µm
- Final RePlAce weighted congestion: between 0.7 and 0.8
- Mapped Area: approximately 0.0016 mm²
- Outcome: did not finish
- Post-CTS sizing: 0
- Count of hold-fix buffers inserted at cts: 0
- Postcts setup bufs: 0
- Dpl cell area: between 0.0015 and 0.002 mm²
- Clock Sinks: 34
- Avg Cell Area, Syn: 15.3 µm²
- CTS max path bufs: 2
- Clock root buffer: clkbuf_8
- H-tree depth: 2
==> metrics by stage <==
step / utilization (%) / worst slack [ns] / power, mW / hold slack [ns]
after floorplan: - / 1.60 / 0.538 / 0.451
after global placement: 44.8 / 0.674 / 0.568 / 0.465
after detailed placement: 44.8 / 0.659 / 0.572 / 0.472
==> cells by family after synthesis <==
group                      after synthesis  synth area share [%]
AOI/OAI and AO/OA                        1                 0.466
adders and majority gates                3                  2.33
buffers and inverters                    8                  3.03
DFF                                     34                  62.1
muxes                                   10                  12.4
other                                    1                 0.233
and+or+nand+nor                         48                  19.4
==> Yosys cell counts, drive strengths merged <==
master  number  area [µm²]
edfxtp      32         961
and2        28         175
mux4         8         180
buf          6        41.3
nand2b       5        31.3
nand2        4        15.0
ha           3        37.5
or2b         3        22.5
and3b        2        17.5
dfxtp        2        40.0
inv          2        7.51
mux2i        2        20.0
nor2         2        7.51
and4bb       1        12.5
conb         1        3.75
nand4        1        6.26
nor3b        1        18.8
o21a         1        7.51
or2          1        6.26
No activity file was given, so power comes from the tool's default toggle rates.
