`design.v`:
```
module led(
    input  Clock,
    output IO_voltage
);
parameter count_value       = 13_499_999;  
reg [23:0]  count_value_reg ;  
reg         count_value_flag;  
always @(posedge Clock) begin
    if ( count_value_reg <= count_value ) begin  
        count_value_reg  <= count_value_reg + 1'b1;  
        count_value_flag <= 1'b0 ;  
    end
    else begin  
        count_value_reg  <= 23'b0;  
        count_value_flag <= 1'b1 ;  
    end
end
reg IO_voltage_reg = 1'b0;  
always @(posedge Clock) begin
    if ( count_value_flag )   
        IO_voltage_reg <= ~IO_voltage_reg;  
    else  
        IO_voltage_reg <= IO_voltage_reg;  
end
assign IO_voltage = IO_voltage_reg;
endmodule
```
`run.sh`:
```
#!/bin/bash
# OpenROAD 26Q1-2900-gdf79404cd8, Yosys 0.63+post, stock flow scripts
make -C /OpenROAD-flow-scripts/flow DESIGN_CONFIG=/design/flow/config.mk WORK_HOME=/design/flow/orfs finish
```
`config.mk`:
```
export PLATFORM = sky130hd
export DESIGN_NAME = led
export DESIGN_NICKNAME = led
export VERILOG_FILES = /design/flow/design.v
export SDC_FILE = /design/flow/constraint.sdc
export NUM_CORES = 4
export LEC_CHECK = 1
export CORE_AREA = 10 10 107 107
export DIE_AREA = 0 0 117 117
```
`constraint.sdc`:
```
current_design led

set clk_period 2.8
set clk_io_pct 0.2

create_clock -name clk0 -period $clk_period [get_ports {Clock}]

set non_clock_inputs [all_inputs -no_clocks]
set_input_delay [expr $clk_period * $clk_io_pct] -clock clk0 $non_clock_inputs
set_output_delay [expr $clk_period * $clk_io_pct] -clock clk0 [all_outputs]
```
==> reports/metrics.yaml <==
outcome: "complete, no violations"
via_per_inst: 3.68
postSynthRegisterBits: 26
cts.path.max_buffers: 2
dr.pass1.iters: 4
timing.setup.critical_path_class: "reg2reg"
power_density_nw_per_um2: 452
grt_overflow_total: 0
cts_htree_levels: 1
yosys-stat-area_um2: 1160
cts_post_setup_buffers_inserted: 0
drv_cap: 0
via_count: 887
worst_slew_pin_slew_ns: 0.298
achievable-frequency_mhz: 561
die_height_um: 117
groute.usage.overall: 0.0306
number_of_top_level_pins: 2
first_global_vias: 802
setup_viol: 0
first_iter_violations: 35
critical_path.max_fanout: 9
synthToLayoutAreaGrowth_pct: 16.2
tool_warnings: 25
post_cts.resized_instances: 0
fp.dieW_um: 117
post-route-period-util: 0.636
clkLatencyLatePin_ns: 0.27
design.die.area_um2: 13700
grt_antenna_before_repair: 0
post_synth_num_cell_types: 30
detailed_place_hpwl_um: 1360
worst_setup_hold_path_clk_slew_ns: 0.09
grt_pass1_wl_um: 3570
worstSetupEndpointType: "flop"
tns_ns: 0
drt_wl_total_um: 1970
static-leakage-power_nw: 0.552
diodes: 0
mean_post_synth_cell_area_um2: 9.10
largest_register_ffs: 24
synthesis.yosys.warnings: 1
timing.critical_path.slowest_stage_cell: "or4_4"
gp_congestion: 0.804
final.fill_count: 1030
detail_route.drc_violations: 0
cp.required_ns: 3.01
drive_above_1_share: 0.0846
synth-seq-area-share: 0.455
number_of_rows_in_the_core_area: 35
detail-route-antenna-nets: 0
crit_chain: "ha_1, and4_2, nand4_4, or4_4, a21oi_2"
post-route-min-period_ns: 1.78
netlist_area_um2: 1160
tritoncts.num_buffers: 3
count_of_final_max_slew_check_failures: 0
synthesis.instances: 128
synth-cells-yosys: 128
vdd.ir_drop.worst_uv: 258
number_of_hold_slack_violations_in_the_final_timing_report: 0
final.setup_skew_ns: 0.00263
grt_max_degree: 17
post_cts_hold_buffer_count: 0
max_stage_delay_ns: 0.52
tritoncts: "yes"
routed_wirelength_normalized_by_instance_count_um: 8.19
data_arrival_time_of_the_worst_path_ns: 1.99
hold_ws_ns: 0.438
core_area_um2: 9200
numPortBuffers: 1
worst_hold_path_type: "reg2reg"
fp-utilization: 0.127
rsz0062_at_grt: "false"
worst_slew_margin_rel: 0.801
cts_root_cell: "clkbuf_8"
clock_sinks: 26
crit_path_start_kind: "flop"
final timing paths:
path,end,slack (ns),from,cells past startpoint
worst max-delay path,count_value_reg[22],1.02,count_value_reg[0],5
worst min-delay path,IO_voltage_reg,0.44,count_value_flag,0
worst max register to register,count_value_reg[22],1.02,count_value_reg[0],5
worst min register to register,IO_voltage_reg,0.44,count_value_flag,0
cells by family (layout without fill, tap and decap cells):
| family | after synthesis | count (layout) | synth area share |
|---|---|---|---|
| and+or+nand+nor | 57 | 57 | 0.289 |
| adders and majority gates | 1 | 1 | 0.0107 |
| xor gates and xnor gates | 13 | 13 | 0.0977 |
| DFF | 26 | 26 | 0.455 |
| AOI/OAI and AO/OA | 21 | 21 | 0.105 |
| buffers and inverters | 10 | 12 | 0.0419 |
layout make-up:
cell class                 instances  area (um2)  area share
clock buffer                       4        55.1      0.0407
timing repair buffer               3        25.0      0.0185
inverter                           5        18.8      0.0139
sequential                        26         531       0.392
tap                              111         139       0.103
multi-input combinational         92         586       0.433
where the power goes:
part	leakage [nW]	switching, mW	internal (mW)	total, mW
registers	0.213	0	0.371	0.371
logic	0.310	0	0	0.000000310
clock network	0.0288	0.115	0.126	0.240
total	0.552	0.115	0.497	0.612
synth_stat cells:
cell type	n	area, um2
buf_2	3	15.0
nor2_1	16	60.1
nand4_2	1	12.5
or3_1	5	31.3
o31ai_1	3	22.5
dfxtp_1	25	500
and4_2	1	10.0
nand3_1	8	40.0
or4_4	1	11.3
a21o_1	1	7.51
edfxtp_1	1	30.0
nand4_4	1	21.3
a21oi_2	1	8.76
a21oi_1	8	40.0
nand4_1	6	37.5
and4b_1	1	10.0
clkbuf_1	1	3.75
ha_1	1	12.5
xnor2_1	2	17.5
nand2_1	7	26.3
buf_6	1	11.3
a211o_1	1	8.76
o21ai_0	6	30.0
and4_1	4	35.0
o21ai_1	1	5.00
inv_1	5	18.8
and3_1	1	6.26
and2_1	2	12.5
xor2_1	11	96.3
or4_1	3	22.5
stage by stage:
step	util	total power, mW	setup WS, ns	cells	instance area, um2
after CTS	0.147	0.620	1.01	241	1350
after floorplan	-	0.380	1.15	128	1160
after global routing	0.147	0.638	0.926	241	1350
after global placement	0.141	0.380	1.07	237	1300
after detailed placement	0.141	0.380	1.03	237	1300
final	0.147	0.612	1.02	241	1350
layer usage:
| metal | vias to the layer above | global-route usage | share of wire |
|---|---|---|---|
| met3 | 2 | 0.00929 | 0.039 |
| li1 | 462 | - | - |
| met2 | 12 | 0.0450 | 0.39 |
| met1 | 411 | 0.0447 | 0.56 |
| met5 | - | 0 | 0 |
| met4 | 0 | 0.00247 | 0.0076 |
worst max-delay path: cells and delay by family (launching register included):
| family | cells | cell delay [ns] |
|---|---|---|
| compound gates | 1 | 0.13 |
| flops | 1 | 0.37 |
| simple gates | 3 | 1.01 |
| fa+ha+maj | 1 | 0.21 |
cells in the final DEF (no fill, tap or decap):
| cell | synthesis | layout |
|---|---|---|
| nand3_1 | 8 | 8 |
| o31ai_1 | 3 | 3 |
| a211o_1 | 1 | 1 |
| clkbuf_8 | 0 | 4 |
| and4_2 | 1 | 1 |
| and2_1 | 2 | 2 |
| nand4_2 | 1 | 1 |
| and3_1 | 1 | 1 |
| nand4_1 | 6 | 6 |
| o21ai_1 | 1 | 1 |
| and4b_1 | 1 | 1 |
| o21ai_0 | 6 | 6 |
| nor2_1 | 16 | 16 |
| ha_1 | 1 | 1 |
| a21o_1 | 1 | 1 |
| xor2_1 | 11 | 11 |
| nand4_4 | 1 | 1 |
| and4_1 | 4 | 4 |
| clkdlybuf4s50_1 | 0 | 1 |
| dfxtp_1 | 25 | 25 |
| edfxtp_1 | 1 | 1 |
| a21oi_2 | 1 | 1 |
| a21oi_1 | 8 | 8 |
| buf_4 | 0 | 2 |
| xnor2_1 | 2 | 2 |
| inv_1 | 5 | 5 |
| or4_4 | 1 | 1 |
| or4_1 | 3 | 3 |
| nand2_1 | 7 | 7 |
| or3_1 | 5 | 5 |
Power and IR drop assume default switching activity.
