**flow/design.v**
```verilog
module top(
   input logic        Clock,
   input logic        SW1,
   input logic        SW2,
   output logic [7:0] LED
   );
   reg [9:0]          sel_counter = 10'b0;
   reg [31:0]         counter = 32'b0;
   logic [6:0]        segdecoded;
   logic [6:0]        segdecoded_high;
   logic [6:0]        segdecoded_low;
   logic              sel;
   sseg_decoder U1 (counter[30:27], segdecoded_high);
   sseg_decoder U2 (counter[26:23], segdecoded_low);
   always @(posedge Clock) begin
      if ( SW1 ) begin
         counter  <= 32'b0;   
      end
      else
      if ( SW2 ) begin
         counter  <= counter - 1'b1;   
      end
      else begin
         counter  <= counter + 1'b1;   
      end
      sel_counter <= sel_counter + 1;
      sel = sel_counter[9];
      if ( sel == 0 ) begin
         segdecoded <= segdecoded_high;
      end
      else begin
         segdecoded <= segdecoded_low;
      end
   end
   assign LED[0] = segdecoded[5];   
   assign LED[1] = segdecoded[4];   
   assign LED[2] = segdecoded[1];   
   assign LED[3] = segdecoded[2];   
   assign LED[4] = segdecoded[6];   
   assign LED[5] = segdecoded[3];   
   assign LED[6] = segdecoded[0];   
   assign LED[7] = sel;   
endmodule   
module sseg_decoder(
   input logic [3:0]  num,
   output logic [6:0] y
   );
   always_comb begin
      case (num)      
        4'b0000  : y = 7'b100_0000;   
        4'b0001  : y = 7'b111_1001;   
        4'b0010  : y = 7'b010_0100;   
        4'b0011  : y = 7'b011_0000;   
        4'b0100  : y = 7'b001_1001;   
        4'b0101  : y = 7'b001_0010;   
        4'b0110  : y = 7'b000_0010;   
        4'b0111  : y = 7'b101_1000;   
        4'b1000  : y = 7'b000_0000;   
        4'b1001  : y = 7'b001_0000;   
        4'b1010  : y = 7'b000_1000;   
        4'b1011  : y = 7'b000_0011;   
        4'b1100  : y = 7'b100_0110;   
        4'b1101  : y = 7'b010_0001;   
        4'b1110  : y = 7'b000_0110;   
        4'b1111  : y = 7'b000_1110;   
      endcase
   end
endmodule   
```
**flow/run.sh**
```bash
#!/bin/bash
# OpenROAD 26Q1-2900-gdf79404cd8, Yosys 0.63+post, stock flow scripts
make -C /OpenROAD-flow-scripts/flow DESIGN_CONFIG=/design/flow/config.mk WORK_HOME=/design/flow/orfs finish
```
**flow/config.mk**
```make
export PLATFORM = sky130hd
export DESIGN_NAME = top
export DESIGN_NICKNAME = top
export VERILOG_FILES = /design/flow/design.v
export SDC_FILE = /design/flow/constraint.sdc
export NUM_CORES = 4
export LEC_CHECK = 1
export CORE_UTILIZATION = 50
```
**flow/constraint.sdc**
```tcl
current_design top

set clk_period 10.8
set clk_io_pct 0.2

create_clock -name clk0 -period $clk_period [get_ports {Clock}]

set non_clock_inputs [all_inputs -no_clocks]
set_input_delay [expr $clk_period * $clk_io_pct] -clock clk0 $non_clock_inputs
set_output_delay [expr $clk_period * $clk_io_pct] -clock clk0 [all_outputs]
```
==> impl_results.rst <==
Synthesis and place-and-route
=============================

.. list-table::
   :header-rows: 1

   * - Metric
     - Value
   * - Result of the run
     - finished clean
   * - Final hold violations
     - 0
   * - Initial Utilization
     - 0.529
   * - Cell count after synthesis
     - 396
   * - Master of the slowest instance on the critical path
     - sky130_fd_sc_hd__clkdlybuf4s50_1
   * - TritonCTS clock tree
     - yes
   * - Worst-path cell chain
     - clkdlybuf4s50_1, buf_4, ha_1, a211oi_1, nor2_1, o41ai_2, a21oi_2, o311ai_4, nand2_2, a41oi_2, mux2_1
   * - Number of cells in the finished layout apart from fillers
     - 479
   * - Chip area
     - 7200 sq um
   * - Min-delay worst type
     - flip-flop to flip-flop
   * - Per-instance average area after synthesis
     - a little under 9 sq um
   * - Number of storage elements in the synthesis netlist
     - 49
   * - Count of unique library cells instantiated by Yosys
     - 58
   * - First-pass GRT wire length
     - 11,500 um
   * - Fraction of final layout cells with drive strength greater than 1
     - 0.0796
   * - Fraction of registers with async set/reset
     - 0
   * - Setup CP Type
     - primary input to flip-flop
   * - Max-cap violations
     - 0
   * - Total congestion overflow after global routing
     - 0
   * - Count of flip-flops with a built-in enable after synthesis
     - 0
   * - Routed vias/inst
     - approximately 5.6
   * - Netlist area before placement
     - 3430 sq um
   * - Maximum number of pins on one net before global-route repair
     - 38
   * - Cell area power density
     - approximately 280 nW/um^2
   * - Count of instantiated cells in the yosys netlist
     - 396
   * - Htree depth
     - 2
   * - Proportion of synthesized chip area in sequential cells
     - 0.286
   * - Antenna viol nets, final
     - 0
   * - Signed area change from the synthesized netlist to the final layout
     - 7.76%
   * - Actual slew at the worst max-slew pin
     - 0.501 ns
   * - Critical Path RT
     - 10.99 ns
   * - Initial antenna violation count
     - 0
   * - Clock root cell
     - sky130_fd_sc_hd__clkbuf_8
   * - Clock network latency to the later pin of the worst-skew pair
     - 0.30 ns
   * - Number of warnings the tools reported
     - 33
   * - Clock sink total
     - 49
   * - Last weighted congestion value of the routability-driven placer
     - 0.840
   * - Number of DRC markers in iteration 0
     - 107
   * - Die extent in y
     - 84.9 um
   * - I/O pin count
     - 11
   * - Ratio of final minimum period to clock period
     - 0.462
   * - First drt pass iteration count
     - 20
   * - Setup repair after global routing missed its margin
     - no
   * - Final tally of setup violations
     - 0
   * - Number of max-slew violations in the final report
     - 0
   * - Drt drc
     - 0
   * - Data arrival time of the critical path
     - 5.19 ns
   * - Clock slew at the register clock pins of the worst setup and hold paths
     - roughly 0.09 ns
   * - Number of inserted diodes
     - 0
   * - Crit path max fanout
     - 31
   * - Count of hold buffers inserted by post-cts repair
     - 0
   * - Worst slew margin relative to its limit
     - 0.665
   * - Final Critical Period
     - 4.99 ns
   * - Cell resize tally after clock tree synthesis
     - 0
   * - Total length of routed wires
     - approximately 6300 um
   * - Crit start category
     - primary input
   * - Setup Total Neg Slack
     - 0 ns
   * - Delay of the slowest critical-path stage
     - 0.46 ns
   * - Peak supply drop
     - 0.132 mV
   * - Critical Path End Type
     - flip-flop
   * - Placed wire-length estimate
     - 4600 um
   * - Peak clock frequency supported by timing
     - between 0.2 and 0.25 GHz
   * - Num CTS Buffers
     - 5
   * - Die extent in x
     - 84.9 um
   * - Synthesis area per yosys
     - 3430 sq um
   * - Area of the core
     - 6490 sq um
   * - Total instance count after detailed placement
     - 471
   * - LEAKAGE
     - 1.63 nW
   * - Warnings from Yosys
     - 2
   * - Post-CTS Setup Repair Bufs
     - 0
   * - Primary flip-flop cell chosen by synthesis mapping
     - sky130_fd_sc_hd__dfxtp_1
   * - Detailed-route wire length per cell
     - 13.1 um
   * - Port Buffer Count
     - 10
   * - Via count of the first global-routing pass
     - 2,471
   * - Worst Clk Skew
     - approximately 0.007 ns
   * - Row cnt
     - 29
   * - Total of fill cells in the finished design
     - around 560
   * - DR vias
     - 2,693
   * - Global router's overall resource usage
     - 0.194
   * - Maximum count of clock buffers along a single path
     - 2
-- cell type report --
| type | count | area (sq um) | area share |
|---|---|---|---|
| clock buffers | 6 | 72.6 | 0.0196 |
| well taps | 77 | 96.3 | 0.0260 |
| clock inverters | 2 | 38.8 | 0.0105 |
| multi-input cells | 319 | 2340 | 0.634 |
| repair buffers | 12 | 115 | 0.0311 |
| inverters | 14 | 52.6 | 0.0142 |
| flip-flops and latches | 49 | 981 | 0.265 |
-- power by group --
| group | total, mW | internal, mW | switching (mW) |
|---|---|---|---|
| logic | 0.618 | 0.290 | 0.328 |
| clock network | 0.132 | 0.0696 | 0.0623 |
| registers | 0.298 | 0.245 | 0.0531 |
| total | 1.05 | 0.604 | 0.443 |
-- state kept, by name, summed over array words and instances (netlist names) --
| name | flops |
|---|---|
| sel | 1 |
| segdecoded | 7 |
| counter | 31 |
| sel_counter | 10 |
-- logic make-up (layout without fill, tap and decap cells) --
group / count (synthesis) / after routing / share of synthesized area
buffers and inverters: 28 / 34 / 0.0317
muxes: 16 / 16 / 0.0572
adders and majority gates: 41 / 41 / 0.152
AOI/OAI and AO/OA: 114 / 114 / 0.246
DFF: 49 / 49 / 0.286
xor gates and xnor gates: 27 / 27 / 0.0689
and+or+nand+nor: 121 / 121 / 0.160
-- cell usage in the layout (no fill, tap or decap), drive strengths merged, types with 2 or more instances in the layout --
cell type	netlist	layout
nor2	51	51
dfxtp	49	49
ha	40	40
a21oi	34	34
nand2	24	24
a21o	23	23
o21ai	18	18
xnor2	17	17
inv	14	14
nand3	14	14
xor2	10	10
clkdlybuf4s50	0	10
nor3	9	9
mux2	9	9
nor2b	7	7
a211oi	6	6
clkbuf	10	6
mux2i	5	5
a31oi	5	5
o211ai	5	5
nand4	4	4
nand2b	3	3
o21a	3	3
mux4	2	2
nand3b	2	2
a221oi	2	2
or3	2	2
a2111oi	2	2
and3	2	2
o21bai	2	2
buf	4	2
o41ai	2	2
a21boi	2	2
-- Yosys cell counts, types with 3 or more instances --
cell type	number	area (sq um)
sky130_fd_sc_hd__nor2_1	51	191
sky130_fd_sc_hd__inv_1	14	52.6
sky130_fd_sc_hd__clkbuf_1	10	37.5
sky130_fd_sc_hd__buf_1	3	11.3
sky130_fd_sc_hd__xor2_1	10	87.6
sky130_fd_sc_hd__nand2b_1	3	18.8
sky130_fd_sc_hd__a21oi_1	32	160
sky130_fd_sc_hd__nand4_1	4	25.0
sky130_fd_sc_hd__xnor2_1	17	149
sky130_fd_sc_hd__o21a_1	3	22.5
sky130_fd_sc_hd__nand2_1	23	86.3
sky130_fd_sc_hd__ha_1	40	500
sky130_fd_sc_hd__a21o_1	23	173
sky130_fd_sc_hd__o21ai_0	16	80.1
sky130_fd_sc_hd__nand3_1	14	70.1
sky130_fd_sc_hd__a31oi_1	3	18.8
sky130_fd_sc_hd__a211oi_1	5	37.5
sky130_fd_sc_hd__mux2_2	6	67.6
sky130_fd_sc_hd__nor3_1	9	45.0
sky130_fd_sc_hd__o211ai_1	3	22.5
sky130_fd_sc_hd__nor2b_1	7	43.8
sky130_fd_sc_hd__dfxtp_1	49	981
sky130_fd_sc_hd__mux2i_1	5	50.1
sky130_fd_sc_hd__mux2_1	3	33.8
-- path summary, 6_finish.rpt --
check | startpoint | end | slack, ns | cells after the start
worst max-delay path | SW2 | counter[25]$_SDFF_PP0_ | 5.81 | 11
worst min register to register | sel_counter[0]$_DFF_P_ | sel_counter[0]$_DFF_P_ | 0.42 | 1
worst min-delay path | sel_counter[0]$_DFF_P_ | sel_counter[0]$_DFF_P_ | 0.42 | 1
worst max register to register | counter[0]$_SDFF_PP0_ | counter[28]$_SDFF_PP0_ | 8.05 | 9
-- per-layer routing --
metal,GRT usage,vias up,share of wire
met5,0,-,0
met4,0.0247,0,0.017
met3,0.0197,7,0.017
met2,0.297,20,0.43
met1,0.315,1222,0.53
li1,-,1444,-
-- per-stage QoR --
stage | util | setup slack [ns] | total power [mW] | hold WS (ns) | instance area, sq um
6_report | 0.570 | 5.81 | 1.05 | 0.421 | 3700
5_1_grt | 0.570 | 5.57 | 1.15 | 0.445 | 3700
4_1_cts | 0.570 | 5.78 | 1.06 | 0.426 | 3700
3_5_place_dp | 0.553 | 5.46 | 0.918 | 0.405 | 3590
3_3_place_gp | 0.553 | 5.54 | 0.918 | 0.397 | 3590
2_1_floorplan | - | 6.41 | 0.794 | 0.383 | 3430
-- critical path: cells and delay by family --
family | cells | cell delay (ns)
AOI/OAI and AO/OA | 5 | 1.29
buffers and inverters | 2 | 0.81
muxes | 1 | 0.33
adders and majority gates | 1 | 0.32
and+or+nand+nor | 2 | 0.26
Power figures rest on the tool's default switching activity, not on a simulated workload.
